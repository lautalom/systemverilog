===== ./run.sh =====
#!/bin/bash
# OpenROAD 26Q1-2900-gdf79404cd8, Yosys 0.63+post, stock flow scripts
make -C /OpenROAD-flow-scripts/flow DESIGN_CONFIG=/design/flow/config.mk WORK_HOME=/design/flow/orfs finish

===== ./config.mk =====
export PLATFORM = sky130hd
export DESIGN_NAME = execute
export DESIGN_NICKNAME = execute
export VERILOG_FILES = /design/flow/design.v
export SDC_FILE = /design/flow/constraint.sdc
export NUM_CORES = 4
export LEC_CHECK = 1
export CORE_AREA = 10 10 254 254
export DIE_AREA = 0 0 264 264

===== ./constraint.sdc =====
current_design execute

set clk_period 37.0
set clk_io_pct 0.2

create_clock -name clk0 -period $clk_period

set non_clock_inputs [all_inputs -no_clocks]
set_input_delay [expr $clk_period * $clk_io_pct] -clock clk0 $non_clock_inputs
set_output_delay [expr $clk_period * $clk_io_pct] -clock clk0 [all_outputs]

===== ./design.v =====
module adder #(parameter N = 64)
					(input logic [N-1:0] a, b,
					output logic [N-1:0] y);
	assign y = a + b;
endmodule
module alu	(input logic 	[63:0]a, b,
				 input logic 	[3:0]ALUControl,
				 output logic  zero,
				 output logic 	[63:0]result);					
	always_comb begin
		case(ALUControl)
			4'b0000: result = a & b; 
			4'b0001:	result = a | b;
			4'b0010: result = a + b;
			4'b0110:	result = a - b;
			4'b0111: result = b;
			4'b1100: result = ~(a | b);
			default: result = '0;
		endcase
		zero = result==='0 ? 1'b1:1'b0;
	end
endmodule	
module execute
	#(parameter N = 64)
	(input logic AluSrc,
	 input logic [3:0] AluControl,
	 input logic [N-1:0] PC_E, signImm_E, readData1_E, readData2_E,
	 output logic zero_E,
	 output logic [N-1:0] PCBranch_E, aluResult_E, writeData_E);
	logic [N-1:0] muxOut, slOut;
	mux2 #(N) MUX(.d0(readData2_E), .d1(signImm_E), .s(AluSrc), .y(muxOut));
	sl2 SL(.a(signImm_E), .y(slOut));
	adder #(N) ADD (.a(PC_E), .b(slOut), .y(PCBranch_E));
	alu ALU (.a(readData1_E), .b(muxOut), .ALUControl(AluControl),	.result(aluResult_E),
				.zero(zero_E));
	assign writeData_E = readData2_E;
endmodule
module mux2 #(parameter N = 64)
				(input logic [N-1:0] d0, d1,
				input logic s,
				output logic [N-1:0] y);
	assign y = s ? d1 : d0;
endmodule
module sl2 #(parameter N = 64)
				(input logic [N-1:0] a,
				output logic [N-1:0] y);
		assign y[0] = 1'b0;
		assign y[1] = 1'b0;
		assign y[63:2] = a[61:0];
endmodule

==> results.json <==
{
  "max_slew_margin": 0.408,
  "setup_slack_ns": 14.17,
  "design_area_mm2": 0.0180,
  "tightest_slew_ns": 0.863,
  "end_kind": "output port",
  "num_rows": 89,
  "cp_slowest_cell": "o21ai_0",
  "final_core_util": 0.306,
  "clkbuf_count": 0,
  "grt_overflow_total": 0,
  "slowest_delay_ns": 0.59,
  "die_h_um": 264,
  "seq_cell_count": 0,
  "critical_path.max_fanout": 50,
  "largest_area_cell": "ha_1",
  "crit_type": "in2out",
  "drtPass1Iterations": 5,
  "post-cts-setup-buffers": 0,
  "ctsResizeCount": 0,
  "gp_routability_congestion": 0.979,
  "top_area_frac": 0.119,
  "drive_above_1_share": 0.0385,
  "place_ws_ns": 14.43,
  "ys_seq_share": 0,
  "final_antenna_net_count": 0,
  "final-setup-viol-count": 0,
  "die_area_mm2": 0.0697,
  "most_common_cell": "a21oi_1",
  "power_density_mw_per_mm2": 19.3,
  "grt_pass1_wl_mm": 110,
  "die_x_um": 264,
  "fill_cells": 6487,
  "num_vias": 16600,
  "cp.arrival_ns": 15.43,
  "area_leaders": "ha_1, xnor2_1, a21oi_1",
  "drv_slew": 0,
  "finalCriticalPeriod_ns": 22.83,
  "yosys-stat-cells": 1988,
  "finalHoldViolations": 0,
  "grt_max_degree": 57,
  "area_growth_pct": 34.9,
  "ios": 454,
  "drt-initial-drc-count": 1175,
  "period_used_share": 0.617,
  "finalSetupTns_ns": 0,
  "cp_data_required_time_ns": 29.60,
  "first_global_vias": 16400,
  "cellLeakagePower_nw": 6.97,
  "routedWlPerCell_um": 24.5,
  "power.switching_mw": 0.185,
  "intPower_mw": 0.162,
  "portBuffers": 450,
  "ctsHoldBuffers": 0,
  "dp_cells": 3061,
  "status": "finished clean",
  "fp_util": 0.226,
  "wl_mm": 75.1,
  "clock.fmax_mhz": 43.8,
  "worst_hold_path_type": "in2out",
  "path_delay_family": "simple AND/OR/NAND/NOR gates",
  "fp.coreArea_mm2": 0.0590,
  "fin_worst_hold_slack_ns": 14.80,
  "yosys_warnings": 1,
  "placedInstanceArea_mm2": 0.0180,
  "startpoint_type": "primary input",
  "synth_area_per_cell_um2": 6.72,
  "grt_usage": 0.208,
  "synth_cells": 1988,
  "dp_hpwl_mm": 64.5,
  "tool_warnings": 34,
  "drv_cap": 0,
  "syn_area_mm2": 0.0134,
  "rsz0062_at_grt": "false",
  "total_power_mw": 0.347,
  "swShare": 0.533,
  "seq_area_um2": 0,
  "vias_per_cell": 5.41,
  "worst_ir_drop_vdd_mv": 0.00760,
  "top_cells_by_count": "a21oi_1, nand2_1, o21ai_0, nor2_1, ha_1",
  "drc": 0,
  "crit_buf_inv": 2,
  "fin_cells": 3062,
  "ys_area_mm2": 0.0134,
  "antenna_found_initial": 7,
  "synth_cell_types": 88
}
[cells by family after synthesis]
group           synth area share
mux                       0.0649
fa+ha+maj                  0.164
buf+inv                   0.0998
simple gates               0.243
xor+xnor                   0.103
compound gates             0.325
[power by group through the flow]
stage | Clock (mW) | Sequential (mW) | Combinational (mW)
global route | 0 | 0 | 0.378
CTS | 0 | 0 | 0.347
[per-layer routing]
metal,up-vias,global-route usage,part of all wire
li1,7996,-,-
met2,737,0.357,0.48
met5,-,0,0.0013
met4,14,0.0415,0.025
met1,7720,0.261,0.41
met3,103,0.0464,0.081
[final timing paths]
kind	depth (start not counted)	slack (ns)	from	to
max	26	14.17	AluSrc	zero_E
min	0	14.80	PC_E[1]	PCBranch_E[1]
[cell type report]
| type | count | area, um2 | area share |
|---|---|---|---|
| antenna | 1 | 2.50 | 0.000139 |
| inverter | 98 | 368 | 0.0204 |
| multi-input combinational | 1719 | 12100 | 0.668 |
| tap | 773 | 967 | 0.0536 |
| timing repair buffer | 471 | 4650 | 0.258 |
[placed cells by master (no fill, tap or decap), types with 22 or more instances in the layout]
master,count
ha_1,127
a22oi_1,27
nor3_1,61
nand2b_1,24
xnor2_1,125
o22ai_1,22
nor2b_1,24
or3_1,37
a21oi_1,188
xor2_1,32
o21a_1,33
nand3_1,44
clkdlybuf4s50_1,447
buf_4,22
a21o_1,52
inv_1,96
maj3_1,51
nor2_1,131
nand2_1,142
nand4_1,49
mux2i_1,51
o21bai_1,30
o21ai_0,141
