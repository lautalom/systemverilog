==> /design/flow/design.v <==
module adder #(parameter N = 64)
					(input logic [N-1:0] a, b,
					output logic [N-1:0] y);
	assign y = a + b;
endmodule
module fetch #(parameter N = 64)
				(input logic PCSrc_F,clk,reset,
				 input logic  [N-1:0] PCBranch_F,
				output logic [N-1:0] imem_addr_F);				 
	logic [N-1:0] adderout,muxout;
	mux2 #(N) a1(.d0(adderout),.d1(PCBranch_F),.s(PCSrc_F),.y(muxout));
	flopr #(N) a2(.clk(clk),.reset(reset),.d(muxout),.q(imem_addr_F));
	adder #(N) a3(.a(64'd4),.b(imem_addr_F),.y(adderout));
endmodule
module flopr #(parameter N = 64)
		(input logic clk,
		input logic reset,
		input logic [N-1:0] d,
		output logic [N-1:0] q);
	always_ff @(posedge clk, posedge reset)
		if (reset) q <= 64'b0;
		else q <= d;
endmodule
module mux2 #(parameter N = 64)
				(input logic [N-1:0] d0, d1,
				input logic s,
				output logic [N-1:0] y);
	assign y = s ? d1 : d0;
endmodule
==> /design/flow/run.sh <==
#!/bin/bash
# OpenROAD 26Q1-2900-gdf79404cd8, Yosys 0.63+post, stock flow scripts
make -C /OpenROAD-flow-scripts/flow DESIGN_CONFIG=/design/flow/config.mk WORK_HOME=/design/flow/orfs finish
==> /design/flow/config.mk <==
export PLATFORM = sky130hd
export DESIGN_NAME = fetch
export DESIGN_NICKNAME = fetch
export VERILOG_FILES = /design/flow/design.v
export SDC_FILE = /design/flow/constraint.sdc
export NUM_CORES = 4
export LEC_CHECK = 1
export CORE_UTILIZATION = 50
==> /design/flow/constraint.sdc <==
current_design fetch

set clk_period 12.9
set clk_io_pct 0.2

create_clock -name clk0 -period $clk_period [get_ports {clk}]

set non_clock_inputs [all_inputs -no_clocks]
set_input_delay [expr $clk_period * $clk_io_pct] -clock clk0 $non_clock_inputs
set_output_delay [expr $clk_period * $clk_io_pct] -clock clk0 [all_outputs]
==> Slide: Implementation Results <==
Key Metrics from the Run

Outcome
  • Status: finished clean

Logic synthesis
  • Top cells by count, synth: nand2_1 (69), dfrtp_1 (64), o21ai_0 (52)
  • YS chip area: 3650 µm²
  • Count leader, synth: nand2_1
  • Xor/xnor share: 10.6%
  • Mapped Cells: 427
  • Area share, top type: 43.9%
  • Adder share: 0.343%
  • Main logic family: simple AND/OR/NAND/NOR gates
  • Post-synth top area cell: dfrtp_1
  • Simple-gate share of the synthesized area: 29.3%
  • Synth warnings: 1
  • Proportion of synthesized chip area in sequential cells: 43.9%
  • Compound Share, Synth: 11.0%
  • Main flop type: dfrtp_1
  • # Cells Yosys: 427
  • Synth cell types: 32
  • Ys async rst share: 100%
  • Syn_area_per_cell: 8.55 µm²
  • Ys flops: 64
  • Post-Synthesis Cell Area: 3650 µm²
  • Biggest area cells: dfrtp_1 (44%), o21ai_0 (7.1%), nand2_1 (7.1%)
  • Number of enable flip-flop cells: 0
  • Mux frac, synth: 2.09%

Die
  • Die width: 87.4 µm
  • Die Ht: 87.4 µm
  • Core area: 6910 µm²
  • IO Pins: 131
  • Chip area: 7640 µm²
  • Row cnt: 30
  • Init Core Util: 52.8%

Flow run
  • Max-Cap Viols: 0
  • OpenROAD warning count: 26

STA
  • Final clock skew: 0.00591 ns
  • Fin crit share: 33.3%
  • Worst Hold Slack: 0.509 ns
  • Fmax: 233 MHz
  • Slew headroom: 44.3%
  • Final Slew Violations: 0
  • RSZ-0062 raised after global routing: false
  • Final setup TNS: 0 ns
  • Measured slew at the worst slew-check pin: 0.835 ns
  • Hold Vio Cnt, Final: 0
  • # setup viols final: 0
  • Crit path time final: 4.30 ns

Clock network
  • Post_cts resized: 0
  • H-tree Lvls: 3
  • Num CTS Buffers: 9
  • CTS Sinks: 64
  • # Post-CTS Setup Buffers: 0
  • TritonCTS clock tree: yes
  • Late-Pin Clk Latency: 0.33 ns
  • Hold-fix buffers at CTS: 0
  • Deepest clock path buffer count: 2
  • CTS Root Cell: clkbuf_8
  • Clock slew at reported path FFs: 0.06 ns

Power and ir drop
  • Internal power: 361 µW
  • Combinational power share: 20.4%
  • Leakage power: 0.00195 µW
  • Clock share of power: 28.9%
  • VDD IR-drop max: 0.0530 mV
  • Reg power frac: 50.7%
  • Psw: 129 µW
  • Cell Pwr Density: 94.0 nW/µm²
  • Sw Ratio: 26.3%
  • Overall Power: 489 µW

Critical path
  • Worst EP required: 13.11 ns
  • CP Cell Sequence: buf_2 > buf_4 > inv_1 > nand2_1 > mux2i_1 > or2_2
  • Bufs and invs on worst path: 3
  • Arrival time at the worst endpoint: 4.51 ns
  • Critical-path top delay cell: buf_4
  • CP endpoint kind: register
  • Kind of critical path: input port to register
  • Maximum fanout along the worst path: 98
  • Max incr delay on CP: 0.62 ns
  • Startpoint Class: input port
  • Top delay family on crit path: buffers and inverters

Routing
  • DR vias/cell: 5.60
  • 1st-iter DRT viols: 190
  • WL per Instance: 14.6 µm
  • # DRC: 0
  • Antenna cells: 0
  • Vias post-DR: 3659
  • Routed Antenna Nets: 0
  • Routed wire length: 9500 µm
  • Pre-antenna DRT Iters: 4

Finish
  • Fillers: 522
  • Area Overhead vs Synth: 42.5%
  • Fraction of layout cells with a size suffix above 1: 5.21%
  • Finished Core Util: 75.3%
  • Biggest regs: a2.q x64
  • Comb gate area: 1960 µm²
  • Reg area: 1600 µm²
  • Biggest register: a2.q
  • Max reg flops: 64

Place
  • Final Wtd Congestion: 0.850
  • DP HPWL: 6800 µm
  • Port buffer count: 130

Global route
  • Pin count of the biggest net entering global routing: 99
  • All-Layer GR Usage: 26.3%
  • Initial antenna violation count: 0
  • Remaining Overflow, GRT: 0
  • Number of global-route vias before repair: 3346
  • First-pass GRT wire length: 15500 µm

Min path
  • Min-delay worst type: register to register
[stage by stage]
step                      cell area, µm²  setup slack (ns)  instances
after floorplan                     3650              8.72        427
after global placement              5050              8.29        639
after detailed placement            5050              8.24        639
after CTS                           5200              8.60        653
after global routing                5200              8.33        653
final                               5200              8.60        653
[layout make-up]
cell class,count,share of cell area (%)
Inverter,8,0.577
Clock buffer,13,2.86
Multi-Input combinational cell,336,37.7
Sequential cell,64,30.8
Timing Repair Buffer,135,25.6
Tap cell,96,2.31
Clock inverter,1,0.0962
[cells by family (layout without fill, tap and decap cells)]
| family | after synthesis | count (layout) |
|---|---|---|
| AOI/OAI and AO/OA | 73 | 73 |
| xor gates and xnor gates | 44 | 44 |
| adders and majority gates | 1 | 1 |
| buffers and inverters | 27 | 157 |
| DFF | 64 | 64 |
| muxes | 7 | 7 |
| and+or+nand+nor | 211 | 211 |
[cells in the final DEF, fill, tap and decap left out, types with 8 or more instances in the layout]
cell             netlist  layout
or3_1                  8       8
nor2_1                29      29
nor4_1                12      10
nand2_1               69      69
o21ai_0               52      52
xnor2_1               17      17
nand4_1               25      25
clkdlybuf4s50_1        0     129
a31oi_1               12      12
xor2_1                27      27
nand3_1               31      31
clkbuf_8               0      10
and3_1                 8       8
dfrtp_1               64      64
[metal layers]
metal | routed length, µm | GRT usage, %
met1 | 4290 | 42.0
met2 | 4400 | 41.0
met3 | 688 | 3.17
met4 | 130 | 4.02
met5 | 0 | 0
[worst paths after layout]
path                                           from             endpoint  slack [ns]  cells past startpoint
worst max-delay path                        PCSrc_F   a2.q[57]$_DFF_PP0_        8.60                      6
worst min-delay path            a2.q[0]$_DFFE_PP0P_  a2.q[0]$_DFFE_PP0P_        0.51                      1
worst max register to register   a2.q[23]$_DFF_PP0_   a2.q[55]$_DFF_PP0_       10.15                      5
worst min register to register  a2.q[0]$_DFFE_PP0P_  a2.q[0]$_DFFE_PP0P_        0.51                      1
max in group asynchronous                     reset   a2.q[17]$_DFF_PP0_        9.57                      3
min in group asynchronous                     reset    a2.q[6]$_DFF_PP0_        2.80                      3
[power by group through the flow]
stage	Clock, µW	Combinational (µW)	Sequential, µW
global route	152	112	252
CTS	145	101	248
finish	141	99.7	248
[worst register-to-register path, delay by kind of cell, from the launching register on]
family          cells  cell delay [ns]
compound gates      1             0.16
flops               1             0.45
simple gates        4             2.06
Power and IR drop assume default switching activity.
