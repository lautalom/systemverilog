==> design.v <==
module mux2 #(parameter N = 64)
				(input logic [N-1:0] d0, d1,
				input logic s,
				output logic [N-1:0] y);
	assign y = s ? d1 : d0;
endmodule
module comp_n #(parameter N=64) 
			(input logic [N-1:0] a, b,
			output logic y);
	assign y = a===b? 1'b1:1'b0;
endmodule
module esync (input logic set, reset,
					output logic esync_out);
	always @(set, reset)
			if(set) esync_out <= 1'b1; 
			else if(reset) esync_out <= 1'b0;
			else  esync_out <= 1'b0;
endmodule
module exception #(parameter N=64) 
						(input logic [N-1:0] NextPC_F, imem_addr_F, PCBranch_EX,
						input logic [3:0] EStatus,
						input logic [1:0] IM_readData,
						input logic Exc, ERet, clk, reset,
						output logic EProc, ExcAck,
						output logic [N-1:0] readData3_E, ExcVector, PCBranch_EXP);
		logic esync_out;
		logic [N-1:0] elrout, errout;
		logic [3:0] esrout;
		comp_n COMP (.a(imem_addr_F),
						.b(64'hD8),
						.y(ExcAck));
		esync ESync (.reset(ExcAck),
						.set(Exc),
						.esync_out(esync_out));
		flopr_e ELR (.d(imem_addr_F),
						.clk(clk),
						.reset(reset),
						.enable(~(reset)&esync_out),
						.q(elrout));
		flopr_e #(4) ESR (.d(EStatus),
						.clk(clk),
						.reset(reset),
						.enable(~(reset)&esync_out),
						.q(esrout));
		flopr_e ERR (.d(NextPC_F),
						.clk(clk),
						.reset(reset),
						.enable(~(reset)&esync_out),
						.q(errout));
		mux4 MUX (.s(IM_readData),
						.d3(64'b0),
						.d0(errout),
						.d1(elrout),
						.d2({60'b0,esrout}),
						.y(readData3_E));
		mux2 MUX2 (.s(ERet),
					.d1(errout),
					.d0(PCBranch_EX),
					.y(PCBranch_EXP));
		assign EProc = ~reset&esync_out;
		assign ExcVector = 64'hD8;
endmodule
module flopr_e #(parameter N = 64)
				(input logic clk, reset, enable,
				input logic [N-1:0] d,					
				output logic [N-1:0] q);
	always_ff @(posedge clk, posedge reset) begin
		if (reset) q <= 0;  
		else if (enable) q <= d;  
	end
endmodule
module mux4 #(parameter N = 64)
				(input logic [N-1:0] d0, d1, d2, d3,
				input logic [1:0] s,
				output logic [N-1:0] y);
	assign y = s[1] ?  (s[0] ? d3 : d2)  : (s[0] ? d1 : d0);
endmodule
==> run.sh <==
#!/bin/bash
# OpenROAD 26Q1-2900-gdf79404cd8, Yosys 0.63+post, stock flow scripts
make -C /OpenROAD-flow-scripts/flow DESIGN_CONFIG=/design/flow/config.mk WORK_HOME=/design/flow/orfs finish
==> config.mk <==
export PLATFORM = sky130hd
export DESIGN_NAME = exception
export DESIGN_NICKNAME = exception
export VERILOG_FILES = /design/flow/design.v
export SDC_FILE = /design/flow/constraint.sdc
export NUM_CORES = 4
export LEC_CHECK = 1
export CORE_AREA = 10 10 241 241
export DIE_AREA = 0 0 251 251
==> constraint.sdc <==
current_design exception

set clk_period 15.2
set clk_io_pct 0.2

create_clock -name clk0 -period $clk_period [get_ports {clk}]

set non_clock_inputs [all_inputs -no_clocks]
set_input_delay [expr $clk_period * $clk_io_pct] -clock clk0 $non_clock_inputs
set_output_delay [expr $clk_period * $clk_io_pct] -clock clk0 [all_outputs]
==> impl_metrics.env <==
# implementation run metrics
export IMPL_synth_cell_type_count=19
export IMPL_grt_pass1_vias=6255
export IMPL_viasPerCell=3.48
export IMPL_tns_ps=0
export IMPL_end_kind="primary output"
export IMPL_cts_setup_buffers=0
export IMPL_syn_area_per_cell_sq_um=12.9
export IMPL_grt_max_degree=56
export IMPL_num_antenna_cells=0
export IMPL_min_from="ELR.q[31]$_DFFE_PP0P_"
export IMPL_crit_arrival_ps=5480
export IMPL_ctsResizeCount=0
export IMPL_synth_seq_share_pct=43.6
export IMPL_hpwlAfterDp_um=23000
export IMPL_cpMaxStageDelayCell="clkdlybuf4s50_1"
export IMPL_rsz0062_at_grt="no"
export IMPL_finalCriticalPeriod_ps=8520
export IMPL_period_used_pct=56.0
export IMPL_worstSetupStartpointType="input pin"
export IMPL_required_ps=12160
export IMPL_ctsLongestPathBuffers=2
export IMPL_cap_violations=0
export IMPL_place_congestion=0.821
export IMPL_clock_latency_ps=470
export IMPL_dr_total_vias=5606
export IMPL_gr_usage_all_layers_pct=8.95
export IMPL_reg2reg_from="ELR.q[62]$_DFFE_PP0P_"
export IMPL_synth_area_leader_cell="dfrtp_1"
export IMPL_crit_buf_inv=3
export IMPL_synth_cell_area_sq_um=7580
export IMPL_clock_skew_ps=0
export IMPL_die_x_um=251
export IMPL_cts_sinks=132
export IMPL_maxSlewViolCount=0
export IMPL_synthCells=586
export IMPL_reg2reg_slack_ps=14320
export IMPL_drt_iter0_drc=152
export IMPL_io_buffers=331
export IMPL_overflow=0
export IMPL_cts_tree="done"
export IMPL_fp_row_count=84
export IMPL_yosys_stat_area_sq_um=7580
export IMPL_ctsHoldBuffers=0
export IMPL_total_leakage_power_nw=4.90
export IMPL_antenna_left=0
export IMPL_drc=0
export IMPL_core_area_sq_um=52700
export IMPL_hold_class="flop to flop"
export IMPL_wire_per_inst_um=18.1
export IMPL_drive_gt1_share_pct=26.3
export IMPL_area_growth_pct=57.2
export IMPL_reg2reg_to="ELR.q[62]$_DFFE_PP0P_"
export IMPL_critPathTopFamily="buffers and inverters"
export IMPL_antenna_found_initial=1
export IMPL_slew_headroom_pct=45.6
export IMPL_final_cell_mix="clkdlybuf4s50_1, dfrtp_1, mux2_2"
export IMPL_peakVddDrop_uv=86.7
export IMPL_worstRegToRegCells=1
export IMPL_holdPathStages=1
export IMPL_drt_total_wl_um=29200
export IMPL_hold_path_end="ELR.q[31]$_DFFE_PP0P_"
export IMPL_warnings=25
export IMPL_drt_first_pass_iters=4
export IMPL_grt_pass1_wl_um=42000
export IMPL_setup_viol=0
export IMPL_hold_viol_final=0
export IMPL_die_area_sq_um=63000
export IMPL_lay_top_count="clkdlybuf4s50_1"
export IMPL_max_stage_delay_ps=650
export IMPL_path_class="input pin to primary output"
export IMPL_status="finished, final reports clean"
export IMPL_numCtsBuffers=17
export IMPL_clkTransAtPathRegs_ps=60
export IMPL_cp_cell_sequence="clkdlybuf4s50_1 -> nor4_1 -> buf_4 -> nand4_1 -> nor4_1 -> clkdlybuf4s50_1"
export IMPL_initCoreUtil_pct=14.4
export IMPL_worstPathMaxFanout=2
export IMPL_synth_flop_count=132
export IMPL_power_density_nw_per_um2=96.9
export IMPL_final_util_pct=22.6
export IMPL_ys_warnings_count=3
export IMPL_max_freq_mhz=117
export IMPL_dieHeight_um=251
export IMPL_worst_pin_slew_ps=816
export IMPL_area_leaders="dfrtp_1, mux2_2, mux2_4"
export IMPL_top_area_share_pct=43.6
export IMPL_h_tree_depth=4
export IMPL_cts_root_buf="clkbuf_16"
export IMPL_pin_count=396
export IMPL_ys_cells=586
state kept, by name (all words and copies together) (netlist names):
| register | count |
|---|---|
| ESR.q | 4 |
| ERR.q | 64 |
| ELR.q | 64 |
layer usage:
layer / routed length [um] / up-vias / GRT usage [%]
met1: 13300 / 2712 / 12.1
met2: 12700 / 277 / 13.5
met5: 0 / - / 0
li1: - / 2593 / -
met4: 485 / 0 / 1.24
met3: 2770 / 24 / 3.79
synthesized netlist by cell type, drive strengths merged:
master,instances
o21ai,4
nand2,4
nor4b,1
mux2,196
buf,94
dfrtp,132
inv,1
conb,2
mux2i,64
nor2b,2
nand4,4
clkbuf,6
and4b,1
nor4,15
nor2,60
area by class of cell:
class                      instances  area, sq um
clock buffer                      20          447
multi-input combinational        415         3760
sequential                       132         3300
timing repair buffer             343         3390
clock inverter                    12          133
fill                            5627        40700
inverter                           1         8.76
tap                              688          861
power by group:
part           leakage [nW]  total, mW  switching (mW)  internal [mW]
sequential             1.55      0.447          0.0431          0.404
combinational          3.09      0.289          0.0839          0.205
clock                 0.264      0.418           0.174          0.244
total                  4.90       1.15           0.301          0.853
per-stage QoR:
step | std cells | worst slack (ps) | power (mW) | hold slack [ps] | cell area [sq um]
2_1_floorplan | 648 | 8420 | 0.577 | 480 | 7810
3_5_place_dp | 1579 | 6540 | 0.749 | 496 | 11300
5_1_grt | 1611 | 6380 | 1.22 | 522 | 11900
6_report | 1611 | 6680 | 1.15 | 507 | 11900
3_3_place_gp | 1579 | 6530 | 0.748 | 489 | 11300
4_1_cts | 1611 | 6500 | 1.18 | 509 | 11900
worst max path at each step:
| stage | start | endpoint | slack [ps] | cells after the start |
|---|---|---|---|---|
| after CTS | imem_addr_F[8] | ExcAck | 6500 | 6 |
| final | imem_addr_F[8] | ExcAck | 6680 | 6 |
| after global routing | imem_addr_F[8] | ExcAck | 6380 | 6 |
logic make-up (layout without fill, tap and decap cells):
kind of cell	after synthesis	count (layout)	synth area share [%]
multiplexers	260	260	41.0
AND/OR/NAND/NOR	87	87	5.15
flip-flops	132	132	43.6
buffers and inverters	101	376	9.89
AND-OR/OR-AND	4	4	0.264
other	2	64	0.0991
Power and IR drop assume default switching activity.
